[flow/config.mk]
export PLATFORM = sky130hd
export DESIGN_NAME = cordic_module
export DESIGN_NICKNAME = cordic_module
export VERILOG_FILES = /design/flow/design.v
export SDC_FILE = /design/flow/constraint.sdc
export NUM_CORES = 4
export LEC_CHECK = 1
export CORE_UTILIZATION = 50
[flow/run.sh]
#!/bin/bash
# OpenROAD 26Q1-2900-gdf79404cd8, Yosys 0.63+post, stock flow scripts
make -C /OpenROAD-flow-scripts/flow DESIGN_CONFIG=/design/flow/config.mk WORK_HOME=/design/flow/orfs finish
[flow/constraint.sdc]
current_design cordic_module

set clk_period 18.3
set clk_io_pct 0.2

create_clock -name clk0 -period $clk_period [get_ports {clk}]

set non_clock_inputs [all_inputs -no_clocks]
set_input_delay [expr $clk_period * $clk_io_pct] -clock clk0 $non_clock_inputs
set_output_delay [expr $clk_period * $clk_io_pct] -clock clk0 [all_outputs]
[flow/design.v]
module cordic_module(
    input wire          clk         ,
    input wire          rst_n       ,
    input wire signed [31:0]   angle_deg    ,        
    input wire                 write_angle  ,
    input wire signed [31:0]   x_start      ,
    input wire signed [31:0]   y_start      ,
    output wire signed [31:0]   x_cos       ,
    output wire signed [31:0]   y_sin
    );
parameter iterations_num = 29;
logic signed [31:0] current_angle [0:32];
logic signed [31:0] current_x [0:32];
logic signed [31:0] current_y [0:32];
logic signed [31:0] atan_table [0:31];  
assign atan_table[00] = 32'sd754974720;
assign atan_table[01] = 32'sd445687602;
assign atan_table[02] = 32'sd235489088;
assign atan_table[03] = 32'sd119537938;
assign atan_table[04] = 32'sd60000934;
assign atan_table[05] = 32'sd30029717;
assign atan_table[06] = 32'sd15018523;
assign atan_table[07] = 32'sd7509720;
assign atan_table[08] = 32'sd3754917;
assign atan_table[09] = 32'sd1877466;
assign atan_table[10] = 32'sd938734;
assign atan_table[11] = 32'sd469367;
assign atan_table[12] = 32'sd234684;
assign atan_table[13] = 32'sd117342;
assign atan_table[14] = 32'sd58671;
assign atan_table[15] = 32'sd29335;
assign atan_table[16] = 32'sd14668;
assign atan_table[17] = 32'sd7334;
assign atan_table[18] = 32'sd3667;
assign atan_table[19] = 32'sd1833;
assign atan_table[20] = 32'sd917;
assign atan_table[21] = 32'sd459;
assign atan_table[22] = 32'sd229;
assign atan_table[23] = 32'sd115;
assign atan_table[24] = 32'sd58;
assign atan_table[25] = 32'sd29;
assign atan_table[26] = 32'sd15;
assign atan_table[27] = 32'sd8;
assign atan_table[28] = 32'sd4;
assign atan_table[29] = 32'sd2;
assign atan_table[30] = 32'sd1;
assign atan_table[31] = 32'sd0;
always_ff @(posedge clk or negedge rst_n)
    if(~rst_n)              current_angle[0] <= 0;
    else if(write_angle)    current_angle[0] <= angle_deg;
always_ff @(posedge clk or negedge rst_n)
    if(~rst_n)              current_x[0] <= 0;
    else if(write_angle)    current_x[0] <= x_start;
always_ff @(posedge clk or negedge rst_n)
    if(~rst_n)              current_y[0] <= 0;
    else if(write_angle)    current_y[0] <= y_start;
genvar i;
generate
    for (i = 1; i <= iterations_num; i= i + 1)
    begin
        logic sign;
        assign sign = current_angle[i-1][31];
        logic signed [31:0] x_shifted;
        logic signed [31:0] y_shifted;
        assign x_shifted = current_x[i - 1] >>> (i-1);
        assign y_shifted = current_y[i - 1] >>> (i-1);
        always_ff @(posedge clk or negedge rst_n)
        if(~rst_n)  current_x[i] <= 0;
        else        current_x[i] <= sign ? current_x[i - 1] + y_shifted : current_x[i - 1] - y_shifted;
        always_ff @(posedge clk or negedge rst_n)
        if(~rst_n)  current_y[i] <= 0;
        else        current_y[i] <= sign ? current_y[i - 1] - x_shifted : current_y[i - 1] + x_shifted;
        always_ff @(posedge clk or negedge rst_n)
        if(~rst_n)  current_angle[i] <= 0;
        else        current_angle[i] <= sign ? current_angle[i - 1] + atan_table[i - 1] : current_angle[i - 1] - atan_table[i - 1];
    end
endgenerate
assign x_cos = current_x[iterations_num];
assign y_sin = current_y[iterations_num];
endmodule
==> reports/qor_table.md <==
| Group | Parameter | Reported |
|---|---|---|
| outcome | Status | finished clean |
| global routing | Via count of the first global-routing pass | 162800 |
| route | DRC errors left | 0 |
| final timing | Smallest hold slack | 338.6 ps |
| cts | Clock buffer count from CTS | 331 |
| floorplanning | Number of top-level design ports | 163 |
| setup path | FF-to-FF setup slack | 12660 ps |
| final timing | Summed negative setup slack over all endpoints | 0 ps |
| setup path | Cells on worst reg2reg path | 19 |
| setup path | Reg2reg start | current_x[20][23] |
| cts | Clock-pin slew of the registers on the worst-case setup and hold paths | 50 ps |
| global routing | Remaining Overflow, GRT | 0 |
| final layout | Area growth from synthesis to final layout | 9.281% |
| setup path | Critical path type | in -> async |
| run | Number of OpenROAD warnings | 275 |
| setup path | Library cell contributing the largest single delay on the critical path | buf_4 |
| yosys | FF+latch count, synth | 2813 |
| final timing | Final Hold Violation Tally | 0 |
| cts | Latest clock arrival within the worst-skew pair | 950 ps |
| setup path | WP data arrival | 7660 ps |
| final timing | Final max-slew violation count | 0 |
| final timing | Final worst clock skew | 52.23 ps |
| final layout | Fill cell count | 38690 |
| setup path | Crit-path most repeated cell | buf_4 |
| final timing | Worst Tran Pin Value | 1054 ps |
| final timing | Relative max-transition margin | 29.61% |
| cts | Clk sinks | 2813 |
| final timing | Max Clk Rate | 0.1504 GHz |
| setup path | Critical Path Max Stage Delay | 670 ps |
| cts | CTS root buffer | clkbuf_16 |
| setup path | CP max FO | 115 |
| placed design | Estimated wirelength of the detail-placed design | 441600 um |
| final layout | Share of post-route cells with drive strength above 1 | 4.276% |
| hold path | Min-Delay Path Class | reg -> reg |
| cts | Hold-fix buffers at CTS | 0 |
| yosys | Post-synthesis instance area | 220900 um^2 |
| setup path | Cell type group with the largest total delay on the critical path | buffers and inverters |
| route | Total wire length | 552400 um |
| global routing | Global-route wire length before repair | 886900 um |
| final timing | Share of the cycle needed by the critical path after routing | 36.34% |
| yosys | Synthesized area divided by synthesized cell count | 9.121 um^2 |
| yosys | Sequential-to-total area share from yosys stat | 31.87% |
| floorplanning | Core ar. | 438700 um^2 |
| setup path | Worst setup path endpoint | current_angle[2][7] |
| yosys | Chip area line of the yosys report | 220900 um^2 |
| cts | Post-CTS Setup Repair Bufs | 0 |
| floorplanning | Starting density of the core | 50.34% |
| yosys | Unique cell types | 107 |
| yosys | Ys async rst share | 100.0% |
| setup path | Capturing point of the worst reg2reg path | current_y[21][28] |
| route | Number of design-rule violations left by the first detailed-router iteration | 11110 |
| route | Tally of nets with antenna violations remaining after routing | 0 |
| final timing | Unrepaired setup endpoints after global routing | no |
| placed design | Final Wtd Congestion | 0.9466 |
| route | DRT Pass-1 Iters | 6 |
| route | Post-DR vias/cell | 5.629 |
| setup path | Start point of the critical path | rst_n |
| cts | CTS tree | built |
| setup path | Worst path buffer plus inverter count | 7 |
| yosys | Synth warn | 5 |
| setup path | Cell count along the critical path | 7 |
| final layout | Commonest non-fill, non-tap cells in the layout | ha_1 (2950), dfrtp_1 (2796), a21oi_1 (2671) |
| cts | Maximum buffer depth of the clock tree | 4 |
| cts | H-tree depth | 5 |
| floorplanning | Die width | 666.6 um |
| yosys | Dominant flop cell | dfrtp_1 |
| route | Routed via count | 172700 |
| global routing | Pin count of the biggest net entering global routing | 121 |
| cts | Quantity of gates resized following cts | 0 |
| setup path | CP Launch Type | primary input |
| final layout | Most common cell after layout, fill and taps aside | ha_1 |
| floorplanning | Area enclosed by the die boundary | 444400 um^2 |
| global routing | Antenna violations before repair | 5 |
| setup path | Critical path required time | 19300 ps |
| setup path | Setup crit end kind | asynchronous set/reset pin |
| floorplanning | Standard-cell rows | 243 |
| final timing | Minimum clock period after layout | 6651 ps |
| final timing | Final Setup Violations | 0 |
| run | Count of maximum capacitance violations | 0 |
| yosys | Gate count of the mapped netlist | 24220 |
| route | Routed wirelength normalized by instance count | 18.01 um |
| yosys | Number of flops mapped to enable cells by yosys | 0 |
| setup path | Sequence of cells on the critical path | buf_16 -> buf_4 -> buf_4 -> buf_4 -> buf_4 -> buf_4 -> buf_12 |
| placed design | Number of buffers inserted by port buffering | 162 |
| global routing | GRT Resource Usage Total | 25.46% |
| floorplanning | Die outline height | 666.6 um |
| yosys | Total cells reported by yosys after synthesis | 24220 |
-- metrics by stage --
step	utilization (%)	setup WS [ps]	std cells	area (um^2)
2_1_floorplan	-	13620	24220	220900
3_3_place_gp	52.41	10510	30070	229900
3_5_place_dp	52.41	10420	30070	229900
4_1_cts	55.01	11460	30670	241300
5_1_grt	55.01	10950	30670	241300
6_report	55.01	11650	30680	241400
-- cells by family (layout without fill, tap and decap cells) --
| group | after synthesis | after routing | synth area share (%) |
|---|---|---|---|
| mux | 212 | 212 | 1.021 |
| buf+inv | 1516 | 2093 | 2.578 |
| xor+xnor | 3137 | 3137 | 12.44 |
| other cells | 0 | 6 | 0 |
| simple gates | 5971 | 5971 | 13.15 |
| fa+ha+maj | 3036 | 3036 | 17.49 |
| flops | 2813 | 2813 | 31.87 |
| compound gates | 7530 | 7530 | 21.45 |
-- cell usage after synthesis, types with 135 or more instances --
cell	number	area share, %
a21o_1	1210	4.1
or3_1	138	0.39
o21bai_1	328	1.1
a211oi_1	222	0.75
nor2b_1	372	1.1
nand2_1	1203	2.0
and3_1	194	0.55
xor2_1	1009	4.0
dfrtp_1	2813	32
xnor2_1	2128	8.4
and2_1	141	0.40
o21ai_0	1368	3.1
nor2_1	1925	3.3
a31oi_1	227	0.64
a21oi_1	2671	6.1
o21a_1	367	1.2
nor3_1	508	1.2
nor4_1	135	0.38
ha_1	2950	17
clkbuf_1	304	0.52
nand4_1	187	0.53
nand2b_1	398	1.1
inv_1	1147	1.9
nand3_1	396	0.90
-- state kept, by name, indices dropped and copies added, names as in the netlist --
signal and flops:
current_x 959, current_angle 894, current_y 960
-- worst min path at each step --
stage | slack (ps) | cells past startpoint | from | end
5_1_grt | 350 | 0 | current_angle[2][2] | current_angle[3][2]
6_report | 340 | 0 | current_angle[2][2] | current_angle[3][2]
4_1_cts | 340 | 0 | current_angle[2][2] | current_angle[3][2]
-- layout make-up --
cell class                      count  area (um^2)  share of cell area, %
Multi-Input combinational cell  19890       144800                  59.98
Clock buffer                      431         9286                  3.848
Inverter                         1157         4343                  1.799
Antenna cell                        6        15.01               0.006221
Timing Repair Buffer              338         3045                  1.262
Tap cell                         5880         7357                  3.048
Clock inverter                    167         2125                 0.8803
Sequential cell                  2813        70410                  29.17
-- per-layer routing --
metal	part of all wire, %	up-vias	global-route usage [%]	routed length, um
li1	-	87910	-	-
met1	48	81170	40.05	267100
met2	45	3031	38.75	246000
met3	4.7	557	3.390	26110
met4	2.4	7	5.038	13030
met5	0.023	-	0.1736	129
